==> design/flow/design.v <==
`timescale 1ns / 1ps
module ADC(
		input wire clk,
		input wire sdata,
		output sclk,
		output reg cs,
		output reg [3:0] led0,
		output reg [3:0] led1,
		output reg [3:0] led2,
		output reg [3:0] led3,
		output reg [7:0] out1
    );
	 reg [2:0] cntdiv;
	 reg [7:0] out;
	 reg [4:0] j;
	 reg [2:0] count;
	 reg [15:0] data;
	 reg [15:0] data1;
	 reg [27:0] cntdiv1;
	 assign sclk = cntdiv[2];
	 initial begin
		j <= 0;
		cntdiv <= 0;
		data <= 0;
		data1 <= 0;
		count <= 0;
		out <= 0;
		out1 <= 0;
	end
	always @ ( posedge clk )
		begin
			cntdiv1 <= cntdiv1 + 1'b1;
			if ( cntdiv1 == 1250000 )
				begin
					led0[3:0] <= data1[3:0];
					led1[3:0] <= data1[7:4];
					led2[3:0] <= data1[11:8];
					led3[3:0] <= data1[15:12];
					cntdiv1 <= 0;
				end
		end
	always @ ( posedge clk )
		begin
			cntdiv <= cntdiv + 1'b1;
		end
	always @ ( negedge sclk )
		begin
			cs <= 0;
			data[0] <= sdata;
			data[15:1] <= data[14:0];
			j <= j + 1'b1;
			if ( j == 17 )
				begin
					cs <= 1;
					j <= 0;
					data1[15:0] <= data[15:0];
				end
		end
endmodule
`timescale 1ns / 1ps
module ADC_Top(
		input wire clk,
		input wire sdata,
		output sclk,
		output sclk1,
		output cs,
		output sync,
		output din,
		output [6:0] a_to_g,
		output [3:0] an
    );
	 wire [3:0] led0;
	 wire [3:0] led1;
	 wire [3:0] led2;
	 wire [3:0] led3;
	 wire [7:0] out;
	 wire [7:0] sda;
	 ADC U0 (
    .clk(clk), 
    .sdata(sdata), 
    .sclk(sclk), 
    .cs(cs), 
    .led0(led0), 
    .led1(led1), 
    .led2(led2), 
    .led3(led3),
	 .out1(out)
    );
	 x7seg U1 (
    .clk(clk), 
    .led0(led0), 
    .led1(led1), 
    .led2(led2), 
    .led3(led3), 
    .a_to_g(a_to_g), 
    .an(an)
    );
endmodule
`timescale 1ns / 1ps
module x7seg(
		input wire clk,
		input [3:0] led0,
		input [3:0] led1,
		input [3:0] led2,
		input [3:0] led3,
		output reg [6:0] a_to_g,
		output reg [3:0] an
    );
	 reg [1:0] s;
	 reg [3:0] digit;
	 reg [16:0] clkdiv;
	 always @ ( * )
		begin
			an = 4'b1111;
			s <= clkdiv[16:15];
			an[s] = 0;
			case ( s )
				0:digit <= led0[3:0];
				1:digit <= led1[3:0];
				2:digit <= led2[3:0];
				3:digit <= led3[3:0];
				default:digit <= led3[3:0];
			endcase
			case ( digit )
				0:a_to_g=7'b0000001;
				1:a_to_g=7'b1001111;
				2:a_to_g=7'b0010010;
				3:a_to_g=7'b0000110;
				4:a_to_g=7'b1001100;
				5:a_to_g=7'b0100100;
				6:a_to_g=7'b0100000;
				7:a_to_g=7'b0001111;
				8:a_to_g=7'b0000000;
				9:a_to_g=7'b0000100;
				'hA:a_to_g=7'b0001000;
				'hB:a_to_g=7'b1100000;
				'hC:a_to_g=7'b0110001;
				'hD:a_to_g=7'b1000010;
				'hE:a_to_g=7'b0110000;
				'hF:a_to_g=7'b0111000;
				default:a_to_g=7'b000000001;  
			endcase
		end
		always @ ( posedge clk )
			clkdiv <= clkdiv + 1;
endmodule
==> design/flow/run.sh <==
#!/bin/bash
# OpenROAD 26Q1-2900-gdf79404cd8, Yosys 0.63+post, stock flow scripts
make -C /OpenROAD-flow-scripts/flow DESIGN_CONFIG=/design/flow/config.mk WORK_HOME=/design/flow/orfs finish
==> design/flow/config.mk <==
export PLATFORM = sky130hd
export DESIGN_NAME = ADC_Top
export DESIGN_NICKNAME = ADC_Top
export VERILOG_FILES = /design/flow/design.v
export SDC_FILE = /design/flow/constraint.sdc
export NUM_CORES = 4
export LEC_CHECK = 1
export CORE_UTILIZATION = 30
==> design/flow/constraint.sdc <==
current_design ADC_Top

set clk_period 6.2
set clk_io_pct 0.2

create_clock -name clk0 -period $clk_period [get_ports {clk}]

set non_clock_inputs [all_inputs -no_clocks]
set_input_delay [expr $clk_period * $clk_io_pct] -clock clk0 $non_clock_inputs
set_output_delay [expr $clk_period * $clk_io_pct] -clock clk0 [all_outputs]
==> results.json <==
{
  "outcome": "finished, final reports clean",
  "use_met3_pct": 1.61,
  "mostFrequentLayoutCell": "dfxtp_1",
  "holdPathEnd": "U0.cntdiv[0]",
  "cts_tree": "done",
  "grt_busiest_layer": "met1",
  "p_leak_nw": 1.53,
  "placementRows": 41,
  "maxCapViolations": 0,
  "die_area_um2": 13300,
  "postSynthAreaPerCell_um2": 12.4,
  "ios": 18,
  "slew_headroom_pct": 44.3,
  "yosysWarnings": 5,
  "diodes": 0,
  "ys.flops": 102,
  "antenna_found_initial": 0,
  "dr_total_vias": 2212,
  "worstPathMaxFanout": 11,
  "hold_viol_final": 0,
  "r2r_slack_ps": 4170,
  "fp_util_pct": 30.6,
  "cts_max_level": 3,
  "r2r-end": "U0.led2[3]",
  "clock_skew_ps": 6.62,
  "worstPathRequired_ps": 4960,
  "fp.dieW_um": 115,
  "post_cts_resized": 0,
  "die_h_um": 115,
  "reg2reg_from": "U0.cntdiv1[4]",
  "fin_crit_sh_pct": 63.1,
  "yosys-stat-area_um2": 3850,
  "warnings": 31,
  "synth_cell_type_count": 48,
  "ys_seq_share_pct": 61.4,
  "lay_top_cells": "dfxtp_1 (70), edfxtp_1 (32), xnor2_1 (29)",
  "gr-usage-met1_pct": 14.6,
  "hold_buffers": 0,
  "hold-path-cell-count": 1,
  "grt_pass1_wl_um": 9590,
  "insertion_delay_ps": 320,
  "startpoint_type": "flop",
  "drtIter0Drc": 83,
  "power_w": 0.000976,
  "tns_ps": 0,
  "path_clk_slew_ps": 50,
  "setup_violations": 0,
  "synthCells": 310,
  "firstDrtPassIters": 4,
  "overflow": 0,
  "ys_cells": 310,
  "untimed_endpoints": 71,
  "synth_area_um2": 3850,
  "final_util_pct": 36.0,
  "peakVddDrop_uv": 135,
  "core-area_um2": 12600,
  "wl_um": 5410,
  "cts_setup_buffers": 0,
  "drive_above_1_share_pct": 10.4,
  "drc": 0,
  "max_freq_ghz": 0.255,
  "cp.arrival_ps": 2670,
  "min_from": "U0.cntdiv[0]",
  "use_met2_pct": 13.6,
  "fin_crit_ps": 3910,
  "syn_to_final_growth_pct": 17.8,
  "rsz0062_at_grt": "false",
  "unclocked_pins": 38,
  "wl_per_cell_um": 10.6,
  "slew_viol_final": 0,
  "clockBufferDepth": 2,
  "numCtsBuffers": 9,
  "grt_pass1_vias": 2050,
  "avgViaCountPerCell": 4.35,
  "r2r_cells": 3,
  "grt_max_degree": 39,
  "port_buffers": 14,
  "critPathCaptureType": "output port",
  "track_usage_pct": 9.14,
  "holdWs_ps": 376,
  "root_buffer": "clkbuf_16",
  "drtAntennaViolNets": 0,
  "place_congestion": 0.764,
  "dp_hpwl_um": 3820,
  "powerDensity_nw_per_um2": 215,
  "worst-setup-path-type": "flop to output port",
  "tightest_slew_ps": 834,
  "worstHoldPathType": "flop to flop"
}
-- per-stage QoR --
step / cell area, um^2 / cells / worst slack [ps]
finish: 4530 / 509 / 2290
global route: 4530 / 509 / 2110
CTS: 4530 / 509 / 2270
detailed placement: 4200 / 493 / 2620
global placement: 4200 / 493 / 2640
floorplan: 3850 / 312 / 3310
-- flip-flops by register name (all words and copies together), names as in the netlist --
name        flops
U0.j            5
U0.cntdiv       3
U0.data        16
U0.data1       16
U0.led0         4
U0.cntdiv1     28
U0.cs           1
U0.led3         4
U0.led2         4
U0.led1         4
U1.clkdiv      17
-- worst max-delay path by stage --
| stage | start | slack [ps] | to | cells past startpoint |
|---|---|---|---|---|
| CTS | U1.clkdiv[15] | 2270 | a_to_g[3] | 8 |
| finish | U1.clkdiv[15] | 2290 | a_to_g[3] | 8 |
| global route | U1.clkdiv[15] | 2110 | a_to_g[3] | 8 |
-- Yosys cell counts, drive strengths merged --
cell type / number / area, um^2
dfxtp: 70 / 1400
a31oi: 1 / 6.26
mux4: 5 / 113
xor2: 11 / 96.3
nand3: 20 / 113
or2: 1 / 6.26
a31o: 1 / 8.76
conb: 1 / 3.75
nor4: 6 / 58.8
a211oi: 1 / 7.51
nand2b: 4 / 25.0
buf: 6 / 40.0
and4b: 1 / 10.0
a22oi: 1 / 7.51
mux2: 2 / 22.5
ha: 12 / 150
inv: 16 / 60.1
nand2: 15 / 56.3
and2: 1 / 6.26
a21oi: 4 / 23.8
or4: 1 / 11.3
or4b: 1 / 10.0
and3: 2 / 13.8
nor3: 7 / 35.0
edfxtp: 32 / 961
a22o: 1 / 8.76
o31ai: 1 / 7.51
o21a: 2 / 15.0
and4: 3 / 26.3
xnor2: 29 / 254
clkbuf: 2 / 7.51
nand4: 15 / 93.8
o41ai: 2 / 17.5
o21ai: 2 / 10.0
o22ai: 3 / 18.8
mux2i: 2 / 20.0
nor2b: 3 / 18.8
nor3b: 1 / 7.51
nor4b: 1 / 8.76
nor2: 19 / 71.3
or3: 1 / 6.26
or3b: 1 / 8.76
-- cell type report --
cell class | instances | area [um^2]
Clock buffer | 14 | 274
Clock inverter | 2 | 60.1
Fill cell | 1195 | 8040
Inverter | 16 | 60.1
Multi-Input combinational cell | 186 | 1400
Sequential cell | 102 | 2360
Tap cell | 172 | 215
Timing Repair Buffer | 17 | 163
-- per-layer routing --
metal	vias to the layer above	routed length (um)
met5	-	0
met1	1039	2780
met2	15	2400
met3	10	110
met4	0	117
li1	1148	-
-- worst max-delay path: stages (launching register included) --
cell,delay [ps]
dfxtp_1,580
mux4_2,620
inv_1,110
ha_1,190
inv_1,70
nor2_1,100
a211oi_1,60
a31oi_1,140
clkdlybuf4s50_1,480
-- power by group --
| group | leakage (nW) | switching, W | total, W | internal, W |
|---|---|---|---|---|
| Clock | 0.163 | 0.000165 | 0.000549 | 0.000385 |
| Combinational | 0.512 | 0.0000000913 | 0.000000629 | 0.000000537 |
| Sequential | 0.855 | 0 | 0.000426 | 0.000426 |
-- cell families (layout without fill, tap and decap cells) --
family                     Yosys count  after routing  synth area share [%]
and+or+nand+nor                    103            103                  15.3
DFF                                102            102                  61.4
xor gates and xnor gates            40             40                  9.11
buffers and inverters               24             49                  2.80
AOI/OAI and AO/OA                   19             19                  3.41
adders and majority gates           12             12                  3.90
muxes                                9              9                  4.03
other                                1              3                0.0975
No activity file was given, so power comes from the tool's default toggle rates.
