<file path="design.v">
`timescale 1ns / 1ps
module x7seg_2(
		input wire [7:0]x,
		input wire clk,
		input wire clr,
		output reg [6:0]a_to_g,
		output reg [3:0]an
    );
	reg [3:0] one;
	reg [3:0] ten;
	reg [3:0] hun;
	reg [3:0] count;
	reg [17:0] shift_reg=18'b000000000000000000;
	reg [3:0] digit;
	wire [1:0] s;
	reg [19:0]clkdiv=0;
	assign s[1:0] = clkdiv[19:18]; 
	always @ (posedge clk or posedge clr)
	begin
	 if(clr) count<=0;
	 else if(count==9) count<=0;
	 else count<=count+1;
	end
	always @ (posedge clk or posedge clr)
		begin
			if(clr)
				shift_reg=0;
			else if(count==0)
				shift_reg={10'b0000000000,x};
			else if(count<=8)
				begin
					if(shift_reg[11:8]>=5)
						begin
							if(shift_reg[15:12]>=5)
								begin
									shift_reg[15:12]=shift_reg[15:12]+2'b11;
									shift_reg[11:8]=shift_reg[11:8]+2'b11;
									shift_reg=shift_reg<<1;
								end
							else
								begin
									shift_reg[15:12]=shift_reg[15:12];
									shift_reg[11:8]=shift_reg[11:8]+2'b11;
									shift_reg=shift_reg<<1;
								end
						end
					else
						begin
							if(shift_reg[15:12]>=5)
								begin
									shift_reg[15:12]=shift_reg[15:12]+2'b11;
									shift_reg[11:8]=shift_reg[11:8];
									shift_reg=shift_reg<<1;
								end
							else
								begin
									shift_reg[15:12]=shift_reg[15:12];
									shift_reg[11:8]=shift_reg[11:8];
									shift_reg=shift_reg<<1;
								end
						end
				end
		end
	always @ (posedge clk or posedge clr)
		begin
			if(clr)
				begin
					one<=0;
					ten<=0;
					hun<=0;
				end
			else if(count==9)
				begin
					one<=shift_reg[11:8];
					ten<=shift_reg[15:12];
					hun[1:0]<=shift_reg[17:16];
					hun[3:2]<=0;
				end
		end
	always @(*)
	 case(s)
		'b10:digit=hun;
		'b01:digit=ten;
		'b00:digit=one;
		default:digit=one;
	 endcase
	always @(*)
	 case(digit)
		0:a_to_g=7'b0000001;
		1:a_to_g=7'b1001111;
		2:a_to_g=7'b0010010;
		3:a_to_g=7'b0000110;
		4:a_to_g=7'b1001100;
		5:a_to_g=7'b0100100;
		6:a_to_g=7'b0100000;
		7:a_to_g=7'b0001111;
		8:a_to_g=7'b0000000;
		9:a_to_g=7'b0000100;
		default:a_to_g=7'b000000001;  
	 endcase
	 always @(*)
	 begin
	 an=4'b1111;
	 an[s]=0;
	 an[3]=1;
	 end
	 always @(posedge clk or posedge clr)
		begin
		if(clr==1)
			clkdiv <= 0;
		else
			clkdiv<=clkdiv+1;
		end
endmodule
</file>
<file path="constraint.sdc">
current_design x7seg_2

set clk_period 3.1
set clk_io_pct 0.2

create_clock -name clk0 -period $clk_period [get_ports {clk}]

set non_clock_inputs [all_inputs -no_clocks]
set_input_delay [expr $clk_period * $clk_io_pct] -clock clk0 $non_clock_inputs
set_output_delay [expr $clk_period * $clk_io_pct] -clock clk0 [all_outputs]
</file>
<file path="config.mk">
export PLATFORM = sky130hd
export DESIGN_NAME = x7seg_2
export DESIGN_NICKNAME = x7seg_2
export VERILOG_FILES = /design/flow/design.v
export SDC_FILE = /design/flow/constraint.sdc
export NUM_CORES = 4
export LEC_CHECK = 1
export CORE_UTILIZATION = 30
</file>
<file path="run.sh">
#!/bin/bash
# OpenROAD 26Q1-2900-gdf79404cd8, Yosys 0.63+post, stock flow scripts
make -C /OpenROAD-flow-scripts/flow DESIGN_CONFIG=/design/flow/config.mk WORK_HOME=/design/flow/orfs finish
</file>
==> impl_metrics.csv <==
group,metric,value,unit
final_timing,final-hold-violation-count,0,
floorplan,initCoreUtil,0.309,
final_timing,finalSetupViolCount,0,
critical_path,crit_fanout,5,
placement,dp_cells,375,
synthesis,netlist_instances,255,
global_routing,grt_pass1_wl,7880,µm
critical_path,arrival,2380,ps
power,worst_ir_drop_vdd,0.190,mV
synthesis,largest_area_cell,"dfrtp_1",
layout,area_growth,20.9,%
final_timing,fin_setup_tns,0,ps
critical_path,path_cells,"buf_4 > ha_4 > a22oi_2 > a21oi_4 > buf_4 > ha_4 > mux2i_1 > nor2_1 > clkdlybuf4s50_1",
floorplan,rows,34,
final_timing,skew,7.96,ps
job,max_cap_violations,0,
global_routing,gr-total-overflow,0,
floorplan,die-width,96.8,µm
final_timing,fmax,333,MHz
global_routing,antenna_found_initial,0,
synthesis,edf_count,0,
floorplan,core,8720,µm²
critical_path,endpoint_kind,"output pin",
floorplan,dieArea,9380,µm²
status,status,"finished, final reports clean",
synthesis,avgSynthCellArea,10.6,µm²
synthesis,topCellsByArea,"dfrtp_1 48%, ha_1 5.6%, xnor2_1 4.2%",
placement,dp_hpwl,2980,µm
synthesis,ys.flops,52,
global_routing,grt_pass1_vias,1698,
cts,clkLatencyLatePin,300,ps
power,share_comb_of_total_power,0.333,
global_routing,track_usage,0.101,
power,intPower,1310,µW
final_timing,final.setup.worst_slack,98.8,ps
critical_path,cpPeakStageDelay,460,ps
global_routing,grt_max_degree,53,
floorplan,ios,21,
cts,cts_inserted_buffers,5,
final_timing,timing.slew.headroom,0.491,
drt,drc,0,
layout,fin_cells,396,
placement,numPortBuffers,19,
power,switchingPower,557,µW
synthesis,syn_area,2700,µm²
cts,hold_buffers,0,
drt,post_drt_via_cell_ratio,4.73,
synthesis,synth_cell_types,43,
cts,root_buffer,"clkbuf_8",
job,tool_warnings,32,
drt,post_drt_wl_per_cell,11.3,µm
final_timing,slew_viol_final,0,
synthesis,top_area_frac,0.482,
placement,place_area,2970,µm²
critical_path,cpMaxStageDelayCell,"clkdlybuf4s50_1",
hold_path,worstHoldPathType,"flop to flop",
drt,drtAntennaViolNets,0,
layout,largest_reg_flops,20,
cts,cts_tree,"built",
drt,n_antenna_cell,0,
final_timing,max_slew.worst_pin.slew,763,ps
synthesis,yosys_warnings,1,
layout,fin_area,3260,µm²
layout,drive_gt1_frac,0.194,
drt,dr_total_vias,1874,
synthesis,top_cell,"dfrtp_1",
critical_path,cp.required,2480,ps
placement,gp_congestion,0.814,
final_timing,finalCritPeriodShare,0.968,
drt,drtPass1Iterations,4,
power,leakage,0.00144,µW
synthesis,ys_chip_area,2700,µm²
floorplan,fp.dieH,96.8,µm
cts,cts_max_path_buffers,2,
critical_path,criticalPathCategory,"flop to output pin",
critical_path,crit_path_start_kind,"flop",
drt,wl,4490,µm
synthesis,synthArstFlopShare,1.00,
synthesis,yosys_cells,255,
placement,pre_cts_slack,170,ps
final_timing,period_minus_slack,3000,ps
cts,clk_pin_slew,100,ps
power,p_per_area,573,nW/µm²
cts,cts.sinks,52,
power,p_seq_frac,0.456,
power,switching_share,0.298,
synthesis,ys_seq_share,0.482,
drt,dr.first_iter.drc_count,111,
final_timing,timing.hold.ws,452,ps
power,pwr-share-clk,0.212,
cts,htreeDepth,2,
synthesis,flop_cell,"dfrtp_1",
synthesis,top_cells_by_count,"52 x dfrtp_1, 22 x o21ai_0, 16 x inv_1, 16 x nand2_1, 13 x xnor2_1",
## worst paths after layout
path / startpoint / end / slack [ps] / depth (start not counted)
hold reg to reg: clkdiv[0] / clkdiv[0] / 450 / 1
setup / recovery: clkdiv[18] / a_to_g[3] / 100 / 9
max in group asynchronous: clr / clkdiv[18] / 1830 / 3
hold / removal: clkdiv[0] / clkdiv[0] / 450 / 1
setup reg to reg: count[0] / shift_reg[15] / 1120 / 4
min in group asynchronous: clr / clkdiv[9] / 790 / 3
## area by class of cell
type                    count  area (µm²)
fillers                   832        5460
multi-input cells         177        1360
clock inverters             3        27.5
clock buffers               5        68.8
well taps                 108         135
flip-flops and latches     52        1300
repair buffers             35         310
inverters                  16        60.1
## metal layers
metal,wire (µm),track usage,share of wire,up-vias
li1,-,-,-,953
met5,0,0,0,-
met1,2360,0.163,0.53,893
met2,1940,0.147,0.43,23
met3,130,0.0206,0.029,5
met4,55,0.0103,0.012,0
## power groups by stage
stage	Combinational, µW	Clock (µW)	Sequential, µW
final	622	395	851
after global routing	695	445	865
after CTS	548	423	849
## per-stage QoR
stage,util,total power [µW]
floorplan,-,1190
global placement,0.341,1380
detailed placement,0.341,1390
CTS,0.357,1820
global route,0.374,2010
finish,0.374,1870
## cells by family after synthesis
kind of cell / after synthesis / share of synthesized area
AOI/OAI and AO/OA: 59 / 0.143
xor gates and xnor gates: 22 / 0.0714
adders and majority gates: 12 / 0.0556
buffers and inverters: 26 / 0.0496
DFF: 52 / 0.482
muxes: 14 / 0.0566
other: 1 / 0.00139
and+or+nand+nor: 69 / 0.140
## critical path: cells and delay by family, from the launching register on
kind | cells | cell delay (ps)
buf+inv | 3 | 750
fa+ha+maj | 2 | 430
flops | 1 | 430
compound gates | 2 | 290
simple gates | 1 | 100
mux | 1 | 70
## placed cells by master, fill, tap and decap left out, drive strengths merged, types with 4 or more instances in the layout
cell type / synthesis / final
nand2b: 7 / 7
nor3: 4 / 4
inv: 16 / 17
a22o: 6 / 6
xnor2: 13 / 13
a211oi: 4 / 4
nor2: 11 / 11
ha: 12 / 12
mux2i: 4 / 4
o211ai: 6 / 6
nand2: 16 / 16
nand3: 12 / 12
o21ai: 22 / 22
buf: 7 / 15
clkbuf: 3 / 6
or2b: 4 / 4
dfrtp: 52 / 52
and3: 5 / 5
a21oi: 8 / 8
clkdlybuf4s50: 0 / 19
xor2: 9 / 9
mux2: 10 / 10
## what timing repair did
| action | in CTS | in global routing |
|---|---|---|
| gates resized | 6 | 16 |
| setup endpoints to repair | 6 | 6 |
| pin swaps | 1 | 7 |
| setup buffers | 2 | 11 |
Power is estimated from default activity; no workload was simulated.
